--- config.mk ---
export PLATFORM = sky130hd
export DESIGN_NAME = erase_screen
export DESIGN_NICKNAME = erase_screen
export VERILOG_FILES = /design/flow/design.v
export SDC_FILE = /design/flow/constraint.sdc
export NUM_CORES = 4
export LEC_CHECK = 1
export CORE_UTILIZATION = 40
--- constraint.sdc ---
current_design erase_screen

set clk_period 7.5
set clk_io_pct 0.2

create_clock -name clk0 -period $clk_period [get_ports {clock}]

set non_clock_inputs [all_inputs -no_clocks]
set_input_delay [expr $clk_period * $clk_io_pct] -clock clk0 $non_clock_inputs
set_output_delay [expr $clk_period * $clk_io_pct] -clock clk0 [all_outputs]
--- design.v ---
module big_square(
    input enable,
    input clock,  
    input resetn,
    output [8:0] x,
    output [8:0] y
);
    reg [8:0] Q;
    assign x = Q % 9'b000010100;  
    assign y = Q / 9'b000010100;  
    always @(posedge clock)
    begin
        if (!resetn)
            Q <= 0;
        else if (enable == 1'b1)
        begin
            if (Q == 9'b110001111)  
                Q <= 0;
            else
                Q <= Q + 1'b1;
        end
    end
endmodule
module medium_square(
    input enable,
    input clock,  
    input resetn,
    output [6:0] x,
    output [6:0] y
);
    reg [6:0] Q;
    assign x = Q % 7'b0001010;  
    assign y = Q / 7'b0001010;  
    always @(posedge clock)
    begin
        if (!resetn)
            Q <= 0;
        else if (enable == 1'b1)
        begin
            if (Q == 7'b1100011)  
                Q <= 0;
            else
                Q <= Q + 1'b1;
        end
    end
endmodule
module erase_code_squares(
    input enable,
    input clock,  
    input resetn,
    output [11:0] x,
    output [11:0] y
);
    reg [6:0] Q;
    assign x = Q % 12'b000001101110;  
    assign y = Q / 12'b000001101110;  
    always @(posedge clock)
    begin
        if (!resetn)
            Q <= 0;
        else if (enable == 1'b1)
        begin
            if (Q == 12'b100010010111)  
                Q <= 0;
            else
                Q <= Q + 1'b1;
        end
    end
endmodule
module small_squares(
    input enable,
    input clock,  
    input resetn,
    input [2:0] peg_count,
    output reg [6:0] x,
    output [6:0] y
);
    reg [6:0] Q;
    always @(*) begin
        if (!resetn)
            x <= 0;
        else begin
            case (peg_count)
                3'd0: begin
                    x <= 7'b0;
                end
                3'd1: begin
                    if (Q % 7'd22 >= 7'd4)
                        x <= 0;
                    else
                        x <= Q % 7'd22;
                end
                3'd2: begin
                    if (Q % 7'd22 >= 7'd10)
                        x <= 0;
                    else if (Q % 7'd22 == 7'd4 ||
                             Q % 7'd22 == 7'd5)
                        x <= 0;
                    else
                        x <= Q % 7'd22;
                end
                3'd3: begin
                    if (Q % 7'd22 >= 7'd16)
                        x <= 0;
                    else if (Q % 7'd22 == 7'd4 ||
                             Q % 7'd22 == 7'd5 ||
                             Q % 7'd22 == 7'd10 ||
                             Q % 7'd22 == 7'd11)
                        x <= 0;
                    else
                        x <= Q % 7'd22;
                end
                3'd4: begin
                    if (Q % 7'd22 == 7'd4 ||
                             Q % 7'd22 == 7'd5 ||
                             Q % 7'd22 == 7'd10 ||
                             Q % 7'd22 == 7'd11 ||
                             Q % 7'd22 == 7'd16 ||
                             Q % 7'd22 == 7'd17)
                        x <= 0;
                    else
                        x <= Q % 7'd22;
                end
                default: x <= 0;
            endcase
        end
    end
    assign y = Q / 7'd22;  
    always @(posedge clock)
    begin
        if (!resetn)
            Q <= 0;
        else if (enable == 1'b1)
        begin
            if (Q == 7'd87)  
                Q <= 0;
            else
                Q <= Q + 1'b1;
        end
    end
endmodule
module erase_screen(
    input enable,
    input clock,  
    input resetn,
    output [14:0] x,
    output [14:0] y
);
    reg [14:0] Q;
    assign x = Q % 15'd160;  
    assign y = Q / 15'd120;  
    always @(posedge clock)
    begin
        if (!resetn)
            Q <= 0;
        else if (enable == 1'b1)
        begin
            if (Q == 15'd19199)  
                Q <= 0;
            else
                Q <= Q + 1'b1;
        end
    end
endmodule
--- run.sh ---
#!/bin/bash
# OpenROAD 26Q1-2900-gdf79404cd8, Yosys 0.63+post, stock flow scripts
make -C /OpenROAD-flow-scripts/flow DESIGN_CONFIG=/design/flow/config.mk WORK_HOME=/design/flow/orfs finish
==> flow_metrics.env <==
# flow metrics
export IMPL_slew_headroom_pct=46.6
export IMPL_edf_count=0
export IMPL_cellLeakagePower_nw=0.884
export IMPL_whs_path_depth=2
export IMPL_worstRegToRegCells=5
export IMPL_antenna_found_initial=0
export IMPL_required_ps=6000
export IMPL_ctsHoldBuffers=0
export IMPL_post_cts_resized=0
export IMPL_rsz0062_at_grt="no"
export IMPL_wl_per_cell_um=14.2
export IMPL_place_inst=419
export IMPL_drt_total_wl_mm=5.99
export IMPL_grt_use_met2_pct=27.7
export IMPL_cts_root_buf="clkbuf_8"
export IMPL_tightest_slew_ps=800
export IMPL_postRouteAntennaNets=0
export IMPL_ys_cells=352
export IMPL_cp_max_fo=17
export IMPL_routabilityCongestion=0.857
export IMPL_critPathLaunchType="flip-flop"
export IMPL_ioPinCount=33
export IMPL_hold_path_class="reg2reg"
export IMPL_fill_cells=597
export IMPL_io_buffers=19
export IMPL_die_area_um2=6790
export IMPL_postSynthCellCount=352
export IMPL_final_cells=423
export IMPL_clkTransAtPathRegs_ps=70
export IMPL_dieHeight_um=82.4
export IMPL_insertedDiodeCount=0
export IMPL_clock_path_buffers=2
export IMPL_use_met1_pct=32.8
export IMPL_fin_crit_sh_pct=74.2
export IMPL_largestRegisters="Q x15"
export IMPL_yosysSeqAreaShare_pct=11.6
export IMPL_warnings=27
export IMPL_tns_ps=0
export IMPL_grt_pass1_wl_mm=10.4
export IMPL_power_density_nw_per_um2=57.6
export IMPL_outcome="completed"
export IMPL_ys_area_um2=2590
export IMPL_drt_vias_per_instance=5.79
export IMPL_synth_area_um2=2590
export IMPL_dr_first_iter_drc_count=188
export IMPL_core_rowCount=28
export IMPL_areaGrowthSynthToFinish_pct=4.11
export IMPL_dominantRegCellSynth="dfxtp_1"
export IMPL_finalCriticalPeriod_ps=5560
export IMPL_grt_max_degree=31
export IMPL_grt_overflow_total=0
export IMPL_numCtsBuffers=3
export IMPL_vias=2448
export IMPL_grtUsageTotal_pct=19.4
export IMPL_crit_type="reg2out"
export IMPL_yosysWarningCount=1
export IMPL_clkLatencyLatePin_ps=250
export IMPL_avgSynthCellArea_um2=7.35
export IMPL_numSynthFlops=15
export IMPL_core_area_um2=6060
export IMPL_cts_tree="built"
export IMPL_hpwl_mm=4.39
export IMPL_drc=0
export IMPL_drv_slew=0
export IMPL_final_hold_violation_count=0
export IMPL_worst_clock_skew_ps=6.80
export IMPL_grt_busiest_layer="met1"
export IMPL_endpoint_kind="output pin"
export IMPL_grt_pass1_vias=2154
export IMPL_ir_drop_uv=97.2
export IMPL_drive_gt1_share_pct=11.5
export IMPL_finalSetupViolCount=0
export IMPL_postCtsSetupRepairBufs=0
export IMPL_yosysUniqueCellTypes=88
export IMPL_gr_usage_met3_pct=0.557
export IMPL_synthArstFlopShare_pct=0
export IMPL_cts_sinks=15
export IMPL_fmax_mhz=180
export IMPL_htreeDepth=1
export IMPL_largest_reg_flops=15
export IMPL_drt_first_pass_iters=4
export IMPL_cp_arrival_ps=4060
export IMPL_die_x_um=82.4
export IMPL_initial_utilization_pct=42.7
export IMPL_regMostFlops="Q"
export IMPL_cap_violations=0
metal layers:
layer	share of wire [%]	vias up
met4	1.0	0
met2	42	53
met3	2.5	6
li1	-	1267
met5	0	-
met1	54	1122
worst max-delay path: stages (launching register included):
cell and delay, ps:
dfxtp_1 610, buf_4 320, nand2_1 190, nor3_2 360, o21ai_2 140, mux2i_4 220, xnor2_2 300, nand3_1 200
mux2i_1 230, o311a_1 400, a211o_1 280, o211ai_1 80, clkdlybuf4s50_1 480
synthesized netlist by cell type, types with 4 or more instances:
cell type   n  area share [%]
nand2_1    30             4.4
nor2_1     29             4.2
buf_4      20             5.8
xnor2_1    18             6.1
dfxtp_1    15              12
o21ai_0    14             2.7
and2_1     13             3.1
nor3_1     13             2.5
a21oi_1    12             2.3
nand3_1    12             2.3
inv_1      10             1.5
clkbuf_1    9             1.3
buf_2       7             1.4
buf_6       7             3.0
nand4_1     7             1.7
and3_1      6             1.5
mux2i_1     6             2.3
nor3b_1     6             1.7
nand2b_1    5             1.2
or3_1       5             1.2
a31oi_1     4            0.97
per-stage QoR:
| step | hold slack [ps] | setup slack (ps) | total power, mW | utilization, % | instance area [µm²] |
|---|---|---|---|---|---|
| finish | 525 | 1940 | 0.155 | 44.4 | 2690 |
| global route | 554 | 1560 | 0.162 | 44.4 | 2690 |
| CTS | 527 | 1960 | 0.157 | 44.4 | 2690 |
| detailed placement | 507 | 2240 | 0.0904 | 43.6 | 2640 |
| global placement | 500 | 2270 | 0.0904 | 43.6 | 2640 |
| floorplan | 558 | 3440 | 0.0920 | - | 2630 |
power breakdown:
| part | internal [mW] | switching, mW | leakage (nW) |
|---|---|---|---|
| clock | 0.0373 | 0.0293 | 0.0217 |
| combinational | 0.00382 | 0.00334 | 0.741 |
| sequential | 0.0805 | 0.000929 | 0.121 |
| total | 0.122 | 0.0335 | 0.884 |
final timing paths:
| check | from | to | slack (ps) |
|---|---|---|---|
| max | Q[10] | y[0] | 1940 |
| min | Q[13] | Q[13] | 520 |
| max reg2reg | Q[6] | Q[11] | 5000 |
| min reg2reg | Q[13] | Q[13] | 520 |
cell families (layout without fill, tap and decap cells):
logic type | count (synthesis) | in the layout | share of synthesized area (%)
simple gates | 151 | 151 | 32.0
compound gates | 93 | 93 | 28.3
buf+inv | 57 | 41 | 14.1
xor+xnor | 23 | 23 | 8.37
flops | 15 | 15 | 11.6
mux | 9 | 9 | 4.16
fa+ha+maj | 3 | 3 | 1.35
other cells | 1 | 13 | 0.145
cell usage in the layout, fill, tap and decap left out, types with 10 or more instances in the layout:
master,count
a21oi_1,12
and2_1,13
clkdlybuf4s50_1,19
conb_1,13
dfxtp_1,15
inv_1,10
nand2_1,30
nand3_1,12
nor2_1,29
nor3_1,13
o21ai_0,14
xnor2_1,18
layout make-up:
class / count / area, µm² / area share [%]
Clock buffer: 3 / 41.3 / 1.53
Clock inverter: 1 / 7.51 / 0.279
Tap cell: 75 / 93.8 / 3.49
Multi-Input combinational cell: 292 / 1970 / 73.0
Timing Repair Buffer: 25 / 235 / 8.74
Inverter: 12 / 47.5 / 1.77
Sequential cell: 15 / 300 / 11.2
Power figures rest on the tool's default switching activity, not on a simulated workload.
